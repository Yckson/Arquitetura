==> ./design.v <==
module somador4bits (num1, num2, resultado);
    input wire [3:0] num1, num2;  
    output wire [4:0] resultado;  
    assign resultado = num1 + num2;  
endmodule
==> ./run.sh <==
#!/bin/bash
# OpenROAD 26Q1-2900-gdf79404cd8, Yosys 0.63+post, stock flow scripts
make -C /OpenROAD-flow-scripts/flow DESIGN_CONFIG=/design/flow/config.mk WORK_HOME=/design/flow/orfs finish
==> ./config.mk <==
export PLATFORM = sky130hd
export DESIGN_NAME = somador4bits
export DESIGN_NICKNAME = somador4bits
export VERILOG_FILES = /design/flow/design.v
export SDC_FILE = /design/flow/constraint.sdc
export NUM_CORES = 4
export LEC_CHECK = 1
export CORE_AREA = 10 10 70 70
export DIE_AREA = 0 0 80 80
==> ./constraint.sdc <==
current_design somador4bits

set clk_period 2.4
set clk_io_pct 0.2

create_clock -name clk0 -period $clk_period

set non_clock_inputs [all_inputs -no_clocks]
set_input_delay [expr $clk_period * $clk_io_pct] -clock clk0 $non_clock_inputs
set_output_delay [expr $clk_period * $clk_io_pct] -clock clk0 [all_outputs]
==> CHANGELOG.md <==
### Changed

* P_sw at just over 0.02 mW
* PwrDens at 179 nW/um^2
* Top cell excl fill/tap: clkdlybuf4s50_1
* DP Worst Slack at -0.446 ns
* Final ANT Viol Nets at 0
* DRT Pass-1 Iters at 1
* Most frequent cells in the layout: clkdlybuf4s50_1, dlygate4sd2_1
* Crit path buffers/inverters at 3
* Critical Path End Type: output port
* Initial antenna violation count at 0
* Fmax at between 0.4 and 0.5 GHz
* Critical path class: input port to output port
* # port buffers at 13
* Init Core Util at 3.99%
* Max VDD drop at 0.0000284 V
* Sequential cell count at 0
* CP delay by family, top: buffers and inverters
* Total GRT Usage at 1.50%
* CP Depth at 7
* Layout Cells excl Fill at 77
* WL per Instance at 6.94 um
* Status: finished, final reports clean
* CP required at around 1.9 ns
* Pin count of the biggest net entering global routing at 4
* Max-slew headroom at about 91%
* Vias at 154
* Core area at 3420 um^2
* Post-CTS Hold Buffers at 0
* # IOs at 13
* First-pass GRT wire length at 759 um
* YS chip area at 136 um^2
* DIE AREA at 6400 um^2
* Leakage at 0.160 nW
* Global route overflow at 0
* Critical path startpoint category: input port
* Final Hold Fails at 0
* # clk buffers at 0
* OpenROAD warnings at 33
* Slowest CP cell: clkdlybuf4s50_1
* Die Y at 80 um
* Worst setup margin at between 0.06 and 0.07 ns
* Vias per inst at 2.00
* Critical-path cell list: dlygate4sd2_1 -> inv_1 -> fa_2 -> nor2b_1 -> o21ai_1 -> nand2b_1 -> clkdlybuf4s50_1
* Residual DRC at 0
* Row cnt at 21
* Netlist cell types at 9
* Sequential element share of the synthesized area at 0%
* Critical path arrival at 1.85 ns
* Fin crit period at 2.33 ns
* Fin Setup TNS at 0 ns
* Tot Pwr at 0.0642 mW
* Mean Syn Cell Area at 8.52 um^2
* Internal power consumption at approximately 0.044 mW
* Final wirelength at between 500 and 600 um
* GPL Wtd Cong at ~0.76
* Worst min path class: input port to output port
* Layout cells sized above 1 at 32.3%
* Switching share of power at a little under a third
* Clk network pwr share at 0%
* Cell count listed in synth_stat.txt at 16
* Seq pwr share at 0%
* Hold Crit Start: num1[2]
* Finish-stage setup viols at 0
* Storage cell area at 0 um^2
* Cell Area, Synth at between 100 and 150 um^2
* Mapped Cells at 16
* Max cap viols at 0
* Vias in the first global route at about 150
* Number of DRC markers in iteration 0 at 0
* Synthesis Warnings at 0
* Combinational share of power at 100.0%
* Post-Place Cells at 75
* Area growth syn-to-layout at 162%
* Slew @ Worst Pin at 0.131 ns
* Hpwl dp at 475 um
* Min-Delay Endpoint: resultado[2]
* Hold Path Cell Cnt at 4
* # diodes at 0
* Max incr delay on CP at roughly 0.46 ns
* Maximum fanout along the worst path at 2
* Die Width at 80 um
* Max-slew violations at 0
* Fin crit share at 97.2%
[repair_timing]
item	CTS	global route
setup endpoints to repair	4	2
pin swaps	3	4
hold endpoints to repair	0	0
resized	12	9
buffers inserted	0	2
[worst max-delay path by stage]
| stage | startpoint | end | slack (ns) |
|---|---|---|---|
| 4_1_cts | num2[0] | resultado[4] | -0.08 |
| 5_1_grt | num1[1] | resultado[4] | -0.05 |
| 6_report | num2[1] | resultado[4] | 0.07 |
[metal layers]
layer | up-vias | wire (um) | track usage (%)
met3 | 0 | 136 | 1.48
met4 | 0 | 0 | 0
met2 | 11 | 159 | 1.85
li1 | 82 | - | -
met5 | - | 0 | 0
met1 | 61 | 238 | 1.92
[metrics by stage]
stage | instance area (um^2) | util [%] | hold slack, ns
after global routing | 358 | 10.5 | 1.56
after floorplan | 136 | - | 1.03
after detailed placement | 324 | 9.49 | 2.02
final | 358 | 10.5 | 1.51
after CTS | 324 | 9.49 | 1.77
after global placement | 324 | 9.49 | 2.01
[final cells by class]
class | instances | area [um^2]
Timing Repair Buffer | 15 | 136
Tap cell | 46 | 57.6
Fill cell | 399 | 3060
Inverter | 4 | 15.0
Multi-Input combinational cell | 12 | 149
[power by group through the flow]
stage / sequential (mW) / clock [mW] / combinational [mW]
CTS: 0 / 0 / 0.0583
global route: 0 / 0 / 0.0746
finish: 0 / 0 / 0.0642
[kinds of logic (layout without fill, tap and decap cells)]
kind of cell / after synthesis / count (layout) / synth area share [%]
adder cells (fa/ha/maj): 5 / 5 / 51.4
buffers and inverters: 4 / 19 / 11.0
AND-OR/OR-AND: 3 / 3 / 15.6
XOR/XNOR: 2 / 2 / 12.8
AND/OR/NAND/NOR: 2 / 2 / 9.18
[worst min-delay path, delay by kind of cell]
kind | cells | cell delay, ns
xor+xnor | 1 | 0.05
fa+ha+maj | 1 | 0.15
buf+inv | 2 | 0.35
[cell usage after synthesis]
cell | number | area [um^2]
fa_1 | 1 | 20.0
o21ai_0 | 1 | 5.00
a21oi_2 | 1 | 8.76
a21o_1 | 1 | 7.51
inv_1 | 4 | 15.0
nor2b_1 | 1 | 6.26
xnor2_1 | 2 | 17.5
nand2b_1 | 1 | 6.26
ha_1 | 4 | 50.1
Power and IR drop assume default switching activity.
